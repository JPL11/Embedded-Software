==> flow/design.v <==
`timescale 1ns / 1ps
module binary_to_bcd_converter(
                                     input [7:0] number,  
                                     output reg [3:0] ones,                    
                                     output reg [3:0] tens                       
                                );
           reg [15:0] shift;
           integer i;
           always@(number)
            begin
               shift[15:8] = 0; 
               shift[7:0] = number;             
                   for (i=0; i<8; i=i+1)
                        begin
                            if(shift[11:8] > 4)
                                shift[11:8] = shift[11:8] +3;  
                            if(shift[15:12] > 4)
                                shift[15:12] = shift[15:12] +3;  
                             shift = shift <<1;   
                        end
                  ones = shift[11:8];                       
                  tens = shift[15:12];
            end           
endmodule
==> flow/run.sh <==
#!/bin/bash
# OpenROAD 26Q1-2900-gdf79404cd8, Yosys 0.63+post, stock flow scripts
make -C /OpenROAD-flow-scripts/flow DESIGN_CONFIG=/design/flow/config.mk WORK_HOME=/design/flow/orfs finish
==> flow/config.mk <==
export PLATFORM = sky130hd
export DESIGN_NAME = binary_to_bcd_converter
export DESIGN_NICKNAME = binary_to_bcd_converter
export VERILOG_FILES = /design/flow/design.v
export SDC_FILE = /design/flow/constraint.sdc
export NUM_CORES = 4
export LEC_CHECK = 1
export CORE_AREA = 10 10 70 70
export DIE_AREA = 0 0 80 80
==> flow/constraint.sdc <==
current_design binary_to_bcd_converter

set clk_period 5.2
set clk_io_pct 0.2

create_clock -name clk0 -period $clk_period

set non_clock_inputs [all_inputs -no_clocks]
set_input_delay [expr $clk_period * $clk_io_pct] -clock clk0 $non_clock_inputs
set_output_delay [expr $clk_period * $clk_io_pct] -clock clk0 [all_outputs]
==> deck_impl_summary.md <==
Run Summary

Clocking
  – Cts hold-fix bufs: 0

Drt
  – Wire per inst: ~13 microns
  – Via density: 5.26
  – # diodes: 0
  – Routed Wire Length: 2.98 mm
  – Number of remaining DRC errors: 0
  – Via count: 1252
  – DRT Pass-1 Iters: 4
  – Antenna-violating nets left: 0
  – 1st-iter DRT viols: 52

Floorplanning
  – Chip width: 80 microns
  – # rows: 21
  – Core area: 3420 sq um
  – # IOs: 16
  – Chip area: between 6000 and 7000 sq um
  – Core Util at FP: 28.4%
  – Die height: approximately 80 microns

STA
  – Setup violators final: 0
  – Unrepaired setup endpoints after global routing: true
  – Slew @ Worst Pin: 0.717 ns
  – Tmin final: 5.08 ns
  – Max Fclk: 197 MHz
  – Setup ws final: 0.117 ns
  – Relative slew slack: 52.0%
  – Setup_tns: 0 ns
  – Period utilization: a little over nine tenths
  – Slew Limit Fails: 0
  – Final hold violations: 0

Synth
  – # Cells Yosys: 148
  – Yosys cell types: 51
  – Synth Seq Share: 0%
  – Synthesized area: 968 sq um
  – YS warnings: 1
  – Yosys chip area: between 900 and 1000 sq um
  – Avg Inst Size Synth: 6.54 sq um
  – Cells after synthesis: 148

Layout
  – Filler Cell Count: 323
  – Flip-flops: 0
  – Share of post-route cells with drive strength above 1: 44.3%
  – Register area: 0 sq um
  – # clk buffers: 0
  – Final Util: 47.9%
  – Layout Area Growth over Synthesis: 68.9%
  – Non-filler cells in the finished layout: 238

Worst setup path
  – Largest stage delay, worst path: 0.32 ns
  – Worst path cell trace: buf_6, inv_2, ha_4, inv_4, ha_4, and2_4, o311ai_4, o31ai_2, buf_4, buf_4, nor4_1, o21ai_1, o211ai_2, ha_2, o21bai_4, nor3_2, a311o_1, xnor2_1, buf_2
  – Setup CP Type: in -> out
  – Max stage delay cell, worst path: nor4_1
  – Crit path to: tens[1]
  – Required @ worst endpoint: 4.16 ns
  – CP startpoint kind: primary input
  – CP arrival: 4.04 ns
  – CP startpoint: number[6]
  – Critical Path End Type: primary output
  – CP Max Fanout: 13

Place
  – I/O Buffers: 14
  – RePlAce Congestion: 0.867
  – Placed insts: around 230
  – Post-detail-place hpwl: between 2 and 2.5 mm
  – Pre-CTS setup slack: -0.890 ns

Job
  – Number of max-cap violations: 0
  – OpenROAD warning count: 38

Power and ir drop
  – Power, Total: 0.244 mW
  – Leak: 0.687 nW
  – Power Dens Cells: 149 nW/um^2
  – Max IR drop VDD: 0.0681 mV

GRT
  – First-pass GRT wire length: 4.97 mm
  – GRT met1 Usage: 13.4%
  – Initial antenna violation count: 0
  – Largest net degree at the start of global routing: 24
  – Number of global-route vias before repair: 1071
  – GRT Total Usage: between 8 and 9%
  – Global route overflow: 0
  – Most used routing layer: met2
  – Met3 global-route usage: 0.341%
  – Met2 usage: between 10% and 20%

Status
  – Status: finished, final reports clean

Worst hold path
  – Worst hold path type: in -> out
## cells by family after synthesis
logic type / share of synthesized area [%]
multiplexers: 3.36
adder cells (fa/ha/maj): 9.04
AND/OR/NAND/NOR: 29.1
XOR/XNOR: 7.11
AND-OR/OR-AND: 41.3
buffers and inverters: 10.1
## layout by cell type, fill, tap and decap left out, types with 2 or more instances in the layout
master           count
o22a_1               2
buf_4               43
o31a_1               2
nor3_2               2
inv_2                2
ha_2                 2
nand2b_4             3
inv_4                2
ha_4                 3
o21ai_0              8
xnor2_1              3
ha_1                 2
dlygate4sd2_1        2
nor3_1               6
o21ai_1              5
inv_1                4
nor2b_1              3
nand2_1             11
buf_6                3
o22ai_1              3
a22oi_1              2
nor2_4               2
o311ai_0             2
nand3_1              6
xnor2_2              2
o211a_1              2
a21oi_1              8
nor2_1               9
clkdlybuf4s50_1      7
## where the power goes
part	total (mW)	leakage [nW]	switching (mW)	internal, mW
clock	0	0	0	0
combinational	0.244	0.687	0.109	0.135
sequential	0	0	0	0
## critical path, delay by kind of cell
family / cells / cell delay, ns
adder cells (fa/ha/maj): 3 / 0.60
AND/OR/NAND/NOR: 3 / 0.54
XOR/XNOR: 1 / 0.12
buffers and inverters: 6 / 0.63
AND-OR/OR-AND: 6 / 1.11
## Yosys cell counts (3+ instances only)
library cell | n | share of area, %
o21ai_1 | 5 | 2.6
buf_2 | 3 | 1.5
clkbuf_1 | 9 | 3.5
nand2b_1 | 3 | 1.9
ha_1 | 7 | 9.0
nor2_1 | 12 | 4.7
nor2b_1 | 4 | 2.6
xnor2_1 | 4 | 3.6
inv_1 | 8 | 3.1
o21ai_0 | 9 | 4.7
nand3_1 | 7 | 3.6
nand2_1 | 11 | 4.3
o22ai_1 | 4 | 2.6
a21oi_1 | 8 | 4.1
nor3_1 | 9 | 4.7
## worst min-delay path by stage
stage	to	from	slack [ns]	depth (start not counted)
CTS	ones[0]	number[0]	2.08	0
global route	ones[0]	number[0]	2.08	0
finish	ones[0]	number[0]	2.08	0
## routing by layer
metal / vias up / routed length (microns)
met5: - / 0
met4: 0 / 0
met3: 0 / 118
met2: 25 / 1350
met1: 583 / 1510
li1: 644 / -
## layout make-up
cell class | count | area (sq um) | share of cell area, %
Multi-Input combinational cell | 126 | 1080 | 65.8
Timing Repair Buffer | 58 | 467 | 28.5
Tap cell | 46 | 57.6 | 3.52
Inverter | 8 | 35.0 | 2.14
## per-stage QoR
stage                     cell area [sq um]  hold WS (ns)
after global placement                 1380          2.08
after global routing                   1640          2.08
after floorplan                         968          2.15
after CTS                              1560          2.08
after detailed placement               1380          2.08
final                                  1640          2.08
## what timing repair did
| action | CTS | global route |
|---|---|---|
| setup endpoints to repair | 7 | 5 |
| buffers inserted | 3 | 3 |
| endpoints found under the hold margin | 0 | 0 |
| resized | 43 | 22 |
| pin swaps | 11 | 8 |
Power figures rest on the tool's default switching activity, not on a simulated workload.
