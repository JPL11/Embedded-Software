===== ./config.mk =====
export PLATFORM = sky130hd
export DESIGN_NAME = calculator
export DESIGN_NICKNAME = calculator
export VERILOG_FILES = /design/flow/design.v
export SDC_FILE = /design/flow/constraint.sdc
export NUM_CORES = 4
export LEC_CHECK = 1
export CORE_AREA = 10 10 95 95
export DIE_AREA = 0 0 105 105

===== ./constraint.sdc =====
current_design calculator

set clk_period 7.8
set clk_io_pct 0.2

create_clock -name clk0 -period $clk_period

set non_clock_inputs [all_inputs -no_clocks]
set_input_delay [expr $clk_period * $clk_io_pct] -clock clk0 $non_clock_inputs
set_output_delay [expr $clk_period * $clk_io_pct] -clock clk0 [all_outputs]

===== ./design.v =====
`timescale 1ns / 1ps
module calculator(
                        input [3:0] A, B,
                        input sign_A, sign_B,
                        input [1:0] mode,
                        output reg [7:0] result,
                        output reg result_sign
                );
      always@ (*)
        begin
            case (mode)
                2'b00:   
                    begin                                                         
                       if(sign_A == 1 && sign_B == 0 && ( A > B ) )   
                            begin
                                result_sign = 1;
                                result = A - B;
                            end    
                        else if(sign_A == 1 && sign_B == 0 && ( A < B ) )  
                            begin
                                result_sign = 0;
                                result = B - A;
                            end        
                         else if(sign_A == 0 && sign_B == 1 && ( A > B ) )   
                            begin
                                result_sign = 0;
                                result = A - B;
                            end    
                        else if(sign_A == 0 && sign_B == 1 && ( A < B ) )  
                            begin
                                result_sign = 1;
                                result = B - A;
                            end               
                        else if(sign_A ==1 && sign_B ==0)    
                             begin
                                result_sign = 1;
                                result = A - B;
                             end    
                        else if(sign_A ==0 && sign_B ==1)    
                             begin
                                result_sign = 0;
                                result = A - B;
                             end  
                         else if(sign_A == 1 && sign_B == 1)  
                            begin
                                result_sign = 1;
                                result = A + B;
                            end         
                         else if(sign_A == 0 && sign_B == 0)  
                            begin
                                result_sign = 0;
                                result = A + B;
                            end           
                    end
                2'b01:   
                     begin
                        if(sign_A == 0 && sign_B == 0 && (A>B) )  
                            begin
                                result_sign = 0;
                                result = A - B;
                            end    
                        else if(sign_A == 0 && sign_B == 0 && (A<B) )  
                            begin
                                result_sign = 1;
                                result = B-A;
                            end    
                        else if(sign_A == 1 && sign_B == 1 && (A>B) )  
                            begin
                                result_sign = 1;
                                result = A - B;
                            end   
                        else if(sign_A == 1 && sign_B == 1 && (A<B) )  
                            begin
                                result_sign = 0;
                                result = B - A;
                            end     
                        else if(sign_A == 0 && sign_B == 0)  
                            begin
                                result_sign = 0;
                                result = A - B;
                            end            
                        else if(sign_A == 1 && sign_B == 1)  
                            begin
                                result_sign = 0;
                                result = A - B;
                            end    
                        else if(sign_A ==0 && sign_B ==1)    
                             begin
                                result_sign = 0;
                                result = A + B;
                             end    
                        else if(sign_A ==1 && sign_B ==0)    
                             begin
                                result_sign = 1;
                                result = A + B;
                             end                                                                                                           
                    end   
               2'b10:   
                    begin
                        result = A * B;
                        if(sign_A ==0 && sign_B ==0)    
                            result_sign = 0;
                        else if(sign_A ==0 && sign_B ==1)    
                            result_sign = 1;                                                                                             
                        else if(sign_A ==1 && sign_B ==0)    
                            result_sign = 1;   
                        else if(sign_A ==1 && sign_B ==1)    
                            result_sign = 0;                                                
                    end   
               2'b11:   
                     begin
                          result = A / B;
                        if(sign_A ==0 && sign_B ==0)    
                            result_sign = 0;
                        else if(sign_A ==0 && sign_B ==1)    
                            result_sign = 1;                                                                                             
                        else if(sign_A ==1 && sign_B ==0)    
                            result_sign = 1;   
                        else if(sign_A ==1 && sign_B ==1)    
                            result_sign = 0;                                                                                                                                                                     
                    end                    
             endcase       
        end
endmodule

===== ./run.sh =====
#!/bin/bash
# OpenROAD 26Q1-2900-gdf79404cd8, Yosys 0.63+post, stock flow scripts
make -C /OpenROAD-flow-scripts/flow DESIGN_CONFIG=/design/flow/config.mk WORK_HOME=/design/flow/orfs finish

==> run notes <==
Notes on the physical implementation.

- The violation tally recorded at the end of detailed-routing iteration 0 is 149.
- Entering global routing, the biggest net connects 15 pins.
- The residual DRC count is 0, for reference.
- The run finished with clean final reports.
- The peak supply drop is 0.0375 mV, for reference.
- The number of cell rows is 30, for reference.
- The first global-routing pass estimated 11.1 mm of wire.
- The simple-gate share of the synthesized area is 0.195, for reference.
- The internal power of the cells totals 0.000143 W.
- Across all layers, the routed design uses 2431 vias.
- The number of diodes added for antenna fixing is 0, for reference.
- The most used flip-flop cell after synthesis is dlxtn_1.
- RePlAce ended its routability-driven mode at a weighted congestion of 0.934.
- The half-perimeter wire length after detailed placement is 5.32 mm, for reference.
- The share of synthesized area in the top cell type comes to 0.279.
- The combined area of the multi-input logic cells is 0.00243 mm², for reference.
- Of the total power, the clock network draws 0.
- Summing over the stages, the warning tally comes to 51.
- The netlist area before placement is 0.00269 mm², for reference.
- The detailed-route wire length is 6.33 mm, for reference.
- The first detailed-routing pass ran for 4 iterations.
- Among all cell types in the netlist, the one instantiated most often is ha_1.
- The fraction of layout cells with a size suffix above 1 is 0.0596, for reference.
- The number of setup buffers added after CTS is 0, for reference.
- Dividing the detail-routed via count by the number of cells gives 5.23.
- The area taken by flip-flops and latches is 135 µm², for reference.
- 18 endpoints have no timing constraint.
- Yosys reported that registers with async set or reset make up 0.
- The post-cts gate resize count is 0, for reference.
- The number of failing setup endpoints in the final timing report is 0, for reference.
- The xor/xnor cell area share of the yosys netlist is 0.0521, for reference.
- The total of max-cap violations is 0, for reference.
- ha_1 takes more of the synthesized area than any other cell.
- Per the layout report, the design carries 720 filler cells.
- The number of pins exceeding their max-slew limit in the final report is 0, for reference.
- Input and output buffers added on the ports amount to 21.
- The initial utilization of the core area, before any placement, comes to 0.389.
- The leakage power of the design is 1.43 nW, for reference.
- For this design, the CTS-stage hold fixing added 0 buffers.
- In this run, synthesis inferred 0 flip-flops with an integrated enable.
- Across every metal layer, demand over resource in global routing totals 0.115.
- Setup repair after global routing left no endpoint under its margin.
- The synth_stat.txt file lists the number of cells as 349.
- The floorplan step set the die width to 105 µm.
- The maximum achievable frequency is 88.5 MHz, for reference.
- Of the total power, the share spent switching nets is 0.545.
- In the final report, the number of hold violations comes to 0.
- The overall die size recorded for this design is 0.0110 mm².
- The via count of the first global-routing pass is 2318, for reference.
- The Yosys warning count is 1, for reference.
- The die height is 105 µm, for reference.
- For this sky-water flow run, the detailed-routed wirelength per cell is reported as 13.6 µm.
- The part of the total power dissipated in sequential elements is 0.012, for reference.
- The average size of a mapped cell is 7.70 µm², for reference.
- Of the total power, combinational logic draws 0.988.
- Overall power consumption after layout is estimated at 0.000313 W.
- In this run the layout overhead on the synthesized area is reported as 12.2%.
- The count of distinct cell types in the synthesized netlist is 60, for reference.
- By area the synthesized netlist is led by ha_1 (28%), fa_1 (5.2%), nor2_1 (5.2%).
- In this run the count of I/O pins placed on the die edge is 21.
- After routing, the total negative slack on setup checks comes to 0 ns.
- The timer found 9 register pins that no clock reaches; their paths are not timed.
- The total congestion overflow after global routing is 0, for reference.
- The worst relative slew slack is 0.362, for reference.
- After technology mapping, the gate count stands at 349.
- After synthesis, the chip area reported by Yosys is 0.00269 mm².
- The net load switching power is 0.000171 W, for reference.
- For this design the ratio of total power to cell area is 104 mW/mm².
- Of the total synthesized cell area, the portion taken by AND-OR and OR-AND cells is 0.259.
- Once layout is complete, the utilization of the core stands at 0.437.
- The core box area is 0.00691 mm², for reference.
- The number of nets with antenna violations after routing is 0, for reference.
- Sorting the synthesized cells by how often they occur yields ha_1 (60), nor2_1 (37), inv_1 (31).
- The multiplexer share of the synthesized area is 0.0596, for reference.
- The slew at the pin closest to its max-slew limit is 0.957 ns, for reference.
- Of the total synthesized cell area, the portion taken by full adders, half adders and majority gates is 0.331.
- After synthesis, the largest family of logic cells by area is adder cells.
- The post-synthesis sequential element count is 9, for reference.
- The number of antenna violations at the first check in global routing is 0, for reference.
==> per-stage QoR <==
| stage | area (µm²) | instances |
|---|---|---|
| after global routing | 3020 | 465 |
| after floorplan | 2700 | 352 |
| after CTS | 3020 | 465 |
| after detailed placement | 3020 | 465 |
| after global placement | 3020 | 465 |
| final | 3020 | 465 |
==> power by group through the flow <==
stage	combinational [W]	clock [W]	sequential, W
6_report	0.000310	0	0.00000372
5_1_grt	0.000354	0	0.00000379
4_1_cts	0.000312	0	0.00000373
==> logic make-up after synthesis <==
family | Yosys count
xor gates and xnor gates | 16
latches | 9
AOI/OAI and AO/OA | 99
and+or+nand+nor | 108
muxes | 13
other | 1
buffers and inverters | 36
adders and majority gates | 67
==> metal layers <==
metal | up-vias | share of wire | global-route usage
met1 | 1078 | 0.54 | 0.176
met4 | 0 | 0 | 0.000980
li1 | 1301 | - | -
met3 | 0 | 0.048 | 0.0143
met2 | 52 | 0.41 | 0.177
met5 | - | 0 | 0
==> state kept, by name, indices dropped and copies added, names as in the netlist <==
register / cells
result_sign: 1
result: 8
==> placed cells by master, fill, tap and decap left out, types with 3 or more instances in the layout <==
master / instances
nand2b_1: 5
o21ai_0: 18
ha_1: 60
nand3_1: 3
conb_1: 4
or2_2: 3
inv_1: 31
mux2_4: 3
nand2_1: 25
xor2_1: 8
a31o_2: 3
nor4_1: 4
clkdlybuf4s50_1: 21
o31ai_1: 4
a21o_1: 5
nor3_1: 12
mux2i_1: 7
nor2b_1: 6
nor2_1: 37
o21bai_1: 3
fa_1: 7
a21oi_1: 27
o21a_1: 9
o211ai_1: 5
or3_1: 3
xnor2_1: 8
dlxtn_1: 9
o311ai_0: 4
==> final cells by class <==
type,count,share of cell area
inverter,31,0.0386
multi-input combinational,307,0.805
sequential,9,0.0448
tap,96,0.0398
timing repair buffer,22,0.0722
Power figures rest on the tool's default switching activity, not on a simulated workload.
