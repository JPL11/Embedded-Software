<file path="./design.v">
`timescale 1ns / 1ps
module Demux(
                input  in,
                input  sel,
                output reg out0,
                output reg out1
            );
         always @(in,sel)
         begin    
                  if(sel)
                  out1=in;
                  else 
                  out0=in;
         end                
endmodule
`timescale 1ns / 1ps
module FA(          
            input A,
            input B,
            input CI,
            output wire SUM,
            output wire CO
        );
        assign SUM =  A ^ B ^ CI;  
        assign CO = (A & B) | (A & CI) | (B & CI);
endmodule 
`timescale 1ns / 1ps
module top
            #(parameter SIZE = 16)
            (
              input [SIZE-1:0] in,
              input sel,
              input CI,             
              output [SIZE-1:0] SUM,
              output CO
            );
            wire [SIZE-1:0] x;
            wire [SIZE-1:0] y;
            wire [SIZE:0] wire_RCA;          
            assign wire_RCA[0] = CI;
               genvar i;  
               for (i=0; i<SIZE; i=i+1)
                   begin
                            Demux d1(
                                       .in(in[i]),
                                       .sel(sel),
                                       .out0(x[i]),
                                       .out1(y[i])
                                 );
                             FA f1 (
                                        .A(x[i]),
                                        .B(y[i]),
                                        .CI(wire_RCA[i]),
                                        .SUM(SUM[i]),
                                        .CO(wire_RCA[i+1])                            
                                );
                    end        
                   assign CO = wire_RCA[SIZE];
endmodule
</file>
<file path="./config.mk">
export PLATFORM = sky130hd
export DESIGN_NAME = top
export DESIGN_NICKNAME = top
export VERILOG_FILES = /design/flow/design.v
export SDC_FILE = /design/flow/constraint.sdc
export NUM_CORES = 4
export LEC_CHECK = 1
export CORE_AREA = 10 10 97 97
export DIE_AREA = 0 0 107 107
</file>
<file path="./run.sh">
#!/bin/bash
# OpenROAD 26Q1-2900-gdf79404cd8, Yosys 0.63+post, stock flow scripts
make -C /OpenROAD-flow-scripts/flow DESIGN_CONFIG=/design/flow/config.mk WORK_HOME=/design/flow/orfs finish
</file>
<file path="./constraint.sdc">
current_design top

set clk_period 8.9
set clk_io_pct 0.2

create_clock -name clk0 -period $clk_period

set non_clock_inputs [all_inputs -no_clocks]
set_input_delay [expr $clk_period * $clk_io_pct] -clock clk0 $non_clock_inputs
set_output_delay [expr $clk_period * $clk_io_pct] -clock clk0 [all_outputs]
</file>
==> writeup.txt <==
The flow ran to the end, but the final reports show violations. The checks that failed: negative setup slack. The area recorded from the Yosys report for this design is 958 sq um.

The script reports the combined buffer and inverter count of the critical path as 6. The power report puts the leakage power at 0.560 nW. With the accumulated negative setup slack at -1.06 ns, the critical path's largest stage delay is 0.42 ns. The wire-length estimate of the detail-placed layout is 1550 um. The final worst slack came out at -0.557 ns.

For the finished layout, the period the worst path requires is 9.46 ns. Ranking logic cells in the layout by count gives the top entries clkdlybuf4s50_1, fa_2, dlxtn_1, dlxtp_1, inv_1. Counting every instance in the synthesized netlist gives 74. Leaving out fill and tap cells, the most frequent cell in the layout is clkdlybuf4s50_1. Via total after detailed routing: 496. According to the floorplan log, the row count is 31. The run gives 72.7% as the combinational power share.

For the initial antenna violation count, the log shows 0. Headroom to the max-slew limit came out at 85.9%. Summed over all nets, the switching power comes to 11.9 uW. Per the layout area report, the combinational gate area comes to 360 sq um. The count of state elements after synthesis works out to 32. After the first detailed-routing iteration, the DRC count stood at 20. The number of cells traversed by the worst hold path works out to 5. Number of global-route vias before repair: 577. The cell repeated most along the worst path is fa_2.

The timing report shows that the slowest cell on the worst path is fa_2. For the count of hold buffers inserted by post-cts repair, the log shows 0. The synthesized design devotes to its leading area cell type 33.4% of total area. The total of buffers placed on input and output ports was 35. The type of the worst setup path is in -> out. The timer found 32 register pins that no clock reaches; their paths are not timed. Most area-hungry cell type in the Yosys netlist: fa_1.

The run gives 0 as the number of antenna repair diodes. Wires add up to 1650 um. In this run the standard cell core region covers 7290 sq um.

Per the final layout report, the fraction of cells sized above drive strength 1 comes to 26.6%. Across every metal layer, demand over resource in global routing totals 3.11%. In this run the most critical hold path is launched from CI. The final cell area excluding filler cells was 1360 sq um. The kind of cell adding the most delay to the critical path is adder cells. The worst setup path is launched from an input pin. With the number of DRC violations after detailed routing at 0, the initial core utilization is 13.1%. The worst hold-check path type was in -> out. The layout has 832 filler cells.

The final number of max-transition violations is 0. After synthesis, the cell types taking the most area are fa_1, dlxtn_1, dlxtp_1. Per the OpenROAD floorplan log, the width of the die is 107 um. The run reported a max-capacitance violation count of 0. Entering global routing, the biggest net connects 27 pins.

The first TritonRoute pass finished after 2 iterations. With the detail-routed via count per cell at 2.57, the placer's final routability congestion estimate is 0.639. The part of the total power dissipated in sequential elements was 27.3%; the critical-path maximum fanout was 1. The cell count listed in synth_stat.txt was 74. The fraction of the cycle the final worst path needs works out to 106%. The summed instance area of the synthesized netlist was 958 sq um; the number of warnings the tools reported was 35. The run gives 0 as the post-route antenna net violation count. The setup violation total in the final timing report is 3, and the slew at the pin closest to its max-slew limit is 0.212 ns. Total number of yosys warnings: 1. STA classifies the critical path endpoint as an output port. Looking at the power breakdown, the clock network takes 0% of the total. According to the timing report, the arrival time at the worst endpoint equals 7.68 ns. Final global-route overflow total: 0. The power per standard cell area came out at 33.2 nW/um^2. Setup repair after global routing could not meet its margin everywhere. The run gives 0.0000123 V for the largest voltage drop on the vdd net. Static timing analysis puts the maximum clock frequency at 106 MHz. The cell sequence reported for the critical path is buf_8 > clkinv_8 > fa_2 > inv_2 > fa_2 > fa_2 > fa_2 > fa_2 > fa_2 > fa_2 > fa_2 > fa_2 > fa_2 > fa_2 > fa_2 > fa_2 > fa_2 > fa_2 > inv_2 > fa_2 > inv_1 > buf_2. The tools report the end point of the worst hold path as SUM[0]. Detailed placement reports a standard cell area of 1370 sq um. Across the whole layout, storage elements account for 480 sq um.

The run gives 7.12 ns as the critical path required time. Looking at the post-CTS report, the setup buffer insertion count equals 0. According to the floorplan report, the die height is 107 um. The first global-routing pass estimated 2850 um of wire.

The tools report the total I/O pin count as 35. The layout overhead on the synthesized area is 41.5%, and the total power is 45.0 uW. The chip occupies 11400 sq um.

The detailed-route wire length per cell was 8.56 um. Internal power comes to 33.1 uW. The mean instance size in the synthesized netlist is 13.0 sq um.

Counting distinct cell types in the post-synthesis netlist gives 5. The switching portion of total power comes to 26.5%. The count of endpoints without a timing constraint is 32, and the cell depth of the worst setup path is 22. Hold-check failures listed in the final report amount to 0.
## through the flow
step | setup slack, ns | hold WS (ns) | cells | util, %
final | -0.557 | 4.31 | 193 | 18.6
after global routing | -0.748 | 4.35 | 193 | 18.6
after CTS | -0.737 | 4.32 | 193 | 18.5
after detailed placement | -1.56 | 4.75 | 193 | 18.7
after global placement | -1.55 | 4.74 | 193 | 18.7
after floorplan | -0.428 | 3.89 | 74 | -
## kinds of logic after synthesis
family,share of synthesized area (%)
adders and majority gates,33.4
buffers and inverters,16.5
latches,50.1
## per-layer routing
metal	global-route usage, %	vias to the layer above	wire [um]
met2	5.18	21	758
met5	0	-	0
li1	-	236	-
met4	0	0	0
met1	3.77	239	690
met3	1.58	0	203
## state kept, by name, summed over array words and instances (netlist names)
register         cells
genblk1.d1.out0     16
genblk1.d1.out1     16
## timing repair
action,CTS,global route
pin swaps,16,4
setup endpoints to repair,6,4
gates resized,21,1
cloned,0,0
## area by class of cell
| type | instances | share of cell area [%] |
|---|---|---|
| flip-flops and latches | 32 | 35.4 |
| multi-input cells | 16 | 26.6 |
| repair buffers | 36 | 25.2 |
| well taps | 99 | 9.13 |
| inverters | 10 | 3.69 |
## cells in the mapped netlist, drive strengths merged
cell type	instances
buf	16
dlxtn	16
dlxtp	16
fa	16
inv	10
## power by group through the flow
stage	logic, mW	clock network [mW]	registers (mW)
CTS	0.0347	0	0.0123
global route	0.0386	0	0.0128
finish	0.0327	0	0.0123
## worst max path at each step
stage,start,to,slack [ns]
4_1_cts,CI,SUM[15],-0.74
5_1_grt,CI,SUM[15],-0.75
6_report,CI,SUM[15],-0.56
Power is estimated from default activity; no workload was simulated.
